==> design/flow/design.v <==
`timescale 1ns / 1ps
module winner(input clr, clk, input [1:0] square_1_status,
			square_2_status,
			square_3_status,
			square_4_status,
			square_5_status,
			square_6_status,
			square_7_status,
			square_8_status,
			square_9_status,
			output player_win,
			player_1_win,
			player_2_win
    );
	wire [5:0]column_1, column_2,  column_3, row_1, row_2, row_3, diag_1, diag_2;
	assign column_1 = {square_1_status,square_4_status, square_7_status};
	assign column_2 = {square_2_status, square_5_status, square_8_status};
	assign column_3 = {square_3_status, square_6_status, square_9_status};
	assign row_1 = {square_1_status,square_2_status,square_3_status};
	assign row_2 = {square_4_status,square_5_status,square_6_status};
	assign row_3 = {square_7_status,square_8_status,square_9_status};
	assign diag_1 = {square_1_status,square_5_status,square_9_status};
	assign diag_2 = {square_3_status,square_5_status,square_7_status};
	assign player_win = player_win_reg;
	reg player_win_reg, player_1_win_reg, player_2_win_reg;
	always @* begin
		player_win_reg = 1'b0;
	if(clr) begin
		player_win_reg = 1'b0;
	end 
	else begin
		if((column_1 == 6'b010101) || (column_1 == 6'b101010)) begin
		player_win_reg = 1'b1;
		end
		else if((column_2 == 6'b010101) || (column_2 == 6'b101010)) begin
		player_win_reg = 1'b1;
		end
		else if((column_3 == 6'b010101) || (column_3 == 6'b101010)) begin
		player_win_reg = 1'b1;
		end
		else if((row_1 == 6'b010101) || (row_1 == 6'b101010)) begin
		player_win_reg = 1'b1;
		end
		else if((row_2 == 6'b010101) || (row_2 == 6'b101010)) begin
		player_win_reg = 1'b1;
		end
		else if((row_3 == 6'b010101) || (row_3 == 6'b101010)) begin
		player_win_reg = 1'b1;
		end
		else if((diag_1 == 6'b010101) || (diag_1 == 6'b101010)) begin
		player_win_reg = 1'b1;
		end
		else if((diag_2 == 6'b010101) || (diag_2 == 6'b101010)) begin
		player_win_reg = 1'b1;
		end
	end
	end  
endmodule
==> design/flow/run.sh <==
#!/bin/bash
# OpenROAD 26Q1-2900-gdf79404cd8, Yosys 0.63+post, stock flow scripts
make -C /OpenROAD-flow-scripts/flow DESIGN_CONFIG=/design/flow/config.mk WORK_HOME=/design/flow/orfs finish
==> design/flow/config.mk <==
export PLATFORM = sky130hd
export DESIGN_NAME = winner
export DESIGN_NICKNAME = winner
export VERILOG_FILES = /design/flow/design.v
export SDC_FILE = /design/flow/constraint.sdc
export NUM_CORES = 4
export LEC_CHECK = 1
export CORE_AREA = 10 10 70 70
export DIE_AREA = 0 0 80 80
==> design/flow/constraint.sdc <==
current_design winner

set clk_period 1.7
set clk_io_pct 0.2

create_clock -name clk0 -period $clk_period

set non_clock_inputs [all_inputs -no_clocks]
set_input_delay [expr $clk_period * $clk_io_pct] -clock clk0 $non_clock_inputs
set_output_delay [expr $clk_period * $clk_io_pct] -clock clk0 [all_outputs]
==> impl_metrics.env <==
# flow metrics
export IMPL_cts_setup_buffers=0
export IMPL_flops=0
export IMPL_synthesis_instances=37
export IMPL_yosys_area_um2=235.2
export IMPL_required_ps=1360
export IMPL_grt_util_all_layers_pct=3.186
export IMPL_syn_to_final_growth_pct=158.0
export IMPL_p_leak_nw=0.2728
export IMPL_place_congestion=0.8085
export IMPL_yosys_stat_cells=37
export IMPL_slew_violations=0
export IMPL_maxCapViolations=0
export IMPL_io_pins=23
export IMPL_initial_core_util_pct=6.886
export IMPL_drt_initial_drc_count=17
export IMPL_syn_cell_area_um2=235.2
export IMPL_antenna_found_initial=0
export IMPL_port_buffers=20
export IMPL_swShare_pct=43.83
export IMPL_row_count=21
export IMPL_max_freq_mhz=606.8
export IMPL_core_area_um2=3416
export IMPL_yosys_warnings=3
export IMPL_combinationalPowerShare_pct=100.0
export IMPL_dr_total_vias=351
export IMPL_startpoint_type="input pin"
export IMPL_intPower_mw=0.06617
export IMPL_powerDensity_nw_per_um2=194.1
export IMPL_drtPass1Iterations=2
export IMPL_hold_depth=4
export IMPL_wl_per_cell_um=11.62
export IMPL_diodes=0
export IMPL_hold_buffers=0
export IMPL_worstSetupPathType="input pin to primary output"
export IMPL_chipArea_um2=6400
export IMPL_grt_pass1_vias=350
export IMPL_wirelength_um=1208
export IMPL_layout_min_cycle_time_ps=1648
export IMPL_p_seq_share_pct=0
export IMPL_status="complete, no violations"
export IMPL_final_hold_violation_count=0
export IMPL_grt_pass1_wl_um=1690
export IMPL_syn_avg_cell_area_um2=6.357
export IMPL_seq_area_frac_synth_pct=0
export IMPL_critical_path_startpoint="square_3_status[1]"
export IMPL_cp_end_kind="primary output"
export IMPL_crit_end="player_win"
export IMPL_finish_utilization_pct=17.77
export IMPL_switchingPower_mw=0.05163
export IMPL_regArea_um2=0
export IMPL_lay_top_cells="12 x nand2b_4, 12 x clkbuf_2, 4 x inv_1"
export IMPL_cp_max_fo=3
export IMPL_worstPathArrival_ps=1310
export IMPL_fin_crit_sh_pct=96.94
export IMPL_die_h_um=80
export IMPL_grt_max_degree=4
export IMPL_top_area_cell="nand2b_1"
export IMPL_viasPerCell=3.375
export IMPL_min_path_type="input pin to primary output"
export IMPL_ant_nets=0
export IMPL_hold_ws_ps=1115
export IMPL_p_clk_share_pct=0
export IMPL_setup_viol=0
export IMPL_synth_cell_types=13
export IMPL_layout_drive_gt1_share_pct=72.41
export IMPL_n_clock_buffer=0
export IMPL_synth_area_top_cells="nand2b_1 32%, o22ai_1 13%, a32oi_1 7.4%"
export IMPL_synth_top_area_share_pct=31.91
export IMPL_warnings=33
export IMPL_route_detailed_drc=0
export IMPL_overflow=0
export IMPL_hpwl_um=960.8
export IMPL_die_w_um=80
export IMPL_ir_worst_vdd_mv=0.03329
==> worst max-delay path, stage by stage <==
cell and delay, ps:
clkdlybuf4s15_2 210, nand4bb_1 160, o21ai_2 70, o311ai_2 240, a41oi_2 150, buf_2 130
==> cells by family (layout without fill, tap and decap cells) <==
logic type,Yosys count,in the layout,synth area share [%]
buffers and inverters,6,26,12.76
AND-OR/OR-AND,11,11,34.04
other,1,2,1.594
AND/OR/NAND/NOR,19,19,51.59
==> Yosys cell counts <==
| master | n |
|---|---|
| nor2b_1 | 2 |
| o21ai_0 | 1 |
| o311ai_1 | 2 |
| and3_4 | 1 |
| o22ai_1 | 5 |
| nand2b_1 | 12 |
| inv_1 | 4 |
| a32oi_1 | 2 |
| a41oi_1 | 1 |
| nand4bb_1 | 1 |
| buf_4 | 2 |
| conb_1 | 1 |
| nor2_1 | 3 |
==> power groups by stage <==
stage	Combinational (mW)	Sequential (mW)	Clock, mW
after CTS	0.109	0	0
after global routing	0.127	0	0
final	0.118	0	0
==> layer usage <==
layer | track usage [%] | up-vias | share of wire (%)
met5 | 0 | - | 0
met4 | 0 | 0 | 0
met3 | 1.705 | 0 | 12
met2 | 4.815 | 13 | 42
met1 | 4.153 | 161 | 45
li1 | - | 177 | -
==> through the flow <==
stage                     area [um^2]  setup slack (ps)  power (mW)  setup TNS, ps  cells
after floorplan                 239.0             386.4     0.03169              0     38
after global placement          504.2            -624.2     0.09032         -624.2    105
after detailed placement        504.2            -638.4     0.09092         -638.4    105
after CTS                       604.3            0.4126      0.1093              0    104
after global routing            606.8            -12.43      0.1266         -12.43    104
final                           606.8             51.94      0.1178              0    104
==> repair_timing <==
item,4_1_cts,5_1_grt
endpoints found under the setup margin,1,1
endpoints found under the hold margin,0,0
gates resized,49,30
pin swaps,5,5
==> area by class of cell <==
cell class | count | area, um^2
well taps | 46 | 57.56
fillers | 379 | 2809
inverters | 4 | 15.01
multi-input cells | 32 | 382.9
repair buffers | 22 | 151.4
==> worst min-delay path by stage <==
stage,endpoint,slack (ps),start
final,player_win,1120,square_3_status[0]
after global routing,player_win,1170,square_3_status[0]
after CTS,player_win,1270,square_3_status[0]
Power figures rest on the tool's default switching activity, not on a simulated workload.
