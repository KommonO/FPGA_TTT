==> flow/design.v <==
`timescale 1ns / 1ps
module vga_timer(Clk, vga_h_sync, vga_v_sync, vga_on, CounterX, CounterY);
input Clk;
output vga_h_sync, vga_v_sync;
output vga_on;
output [9:0] CounterX;
output [8:0] CounterY;
reg [9:0] CounterX;
reg [8:0] CounterY;
wire x_count_max = (CounterX==10'd767);
always @(posedge Clk)
if(x_count_max)
	CounterX <= 0;
else
	CounterX <= CounterX + 1;
always @(posedge Clk)
if(x_count_max) CounterY <= CounterY + 1;
reg	vga_HS, vga_VS;
always @(posedge Clk)
begin
	vga_HS <= (CounterX[9:4]==6'd45);  
	vga_VS <= (CounterY==500);  
end
reg vga_on;
always @(posedge Clk)
if(vga_on==0)
	vga_on <= (x_count_max) && (CounterY<480);
else
	vga_on <= !(CounterX==639);
assign vga_h_sync = ~vga_HS;
assign vga_v_sync = ~vga_VS;
endmodule 
==> flow/run.sh <==
#!/bin/bash
# OpenROAD 26Q1-2900-gdf79404cd8, Yosys 0.63+post, stock flow scripts
make -C /OpenROAD-flow-scripts/flow DESIGN_CONFIG=/design/flow/config.mk WORK_HOME=/design/flow/orfs finish
==> flow/config.mk <==
export PLATFORM = sky130hd
export DESIGN_NAME = vga_timer
export DESIGN_NICKNAME = vga_timer
export VERILOG_FILES = /design/flow/design.v
export SDC_FILE = /design/flow/constraint.sdc
export NUM_CORES = 4
export LEC_CHECK = 1
export CORE_AREA = 10 10 83 83
export DIE_AREA = 0 0 93 93
==> flow/constraint.sdc <==
current_design vga_timer

set clk_period 1.9
set clk_io_pct 0.2

create_clock -name clk0 -period $clk_period [get_ports {Clk}]

set non_clock_inputs [all_inputs -no_clocks]
set_input_delay [expr $clk_period * $clk_io_pct] -clock clk0 $non_clock_inputs
set_output_delay [expr $clk_period * $clk_io_pct] -clock clk0 [all_outputs]
==> flow_metrics.py <==
# Synthesis and PnR figures
metrics = {
    "status": {
        "outcome": "complete, no violations",
    },
    "pwr": {
        "peakVddDrop_uv": 189,
        "clkPwrFrac_pct": 37.3,
        "p_leak_nw": 0.512,
        "finalPower_mw": 0.776,
        "combPwrFrac_pct": 0,
        "p_per_area_nw_per_um2": 571,
        "p_int_mw": 0.631,
        "power.switching_mw": 0.145,
        "p_sw_share_pct": 18.7,
        "power_frac_seq_pct": 62.7,
    },
    "synth": {
        "ys_area_sq_um": 996,
        "netlist_area_sq_um": 996,
        "syn_inst": 91,
        "synth_flops": 22,
        "ys.warnings.count": 1,
        "synth.distinct_cells": 30,
        "ys_cells": 91,
        "seq_area_frac_synth_pct": 53.3,
        "avgSynthCellArea_sq_um": 10.9,
    },
    "route": {
        "firstDrtPassIters": 4,
        "viasPerCell": 3.95,
        "diodes": 0,
        "wl_per_cell_microns": 11.8,
        "routed_wl_mm": 2.23,
        "vias": 743,
        "dr.first_iter.drc_count": 67,
        "drc": 0,
        "ant_nets": 0,
    },
    "clock_tree": {
        "clk_pin_slew_worst_paths_ps": 70,
        "clock-root-buffer": "clkbuf_8",
        "cts_resized": 0,
        "insertion_delay_ps": 260,
        "clkSinkCount": 22,
        "cts_buffer_depth": 2,
        "hold_buffers": 0,
        "tritoncts": "yes",
        "htreeDepth": 1,
        "cts_inserted_buffers": 3,
        "cts_setup_buffers": 0,
    },
    "cells_and_area": {
        "mostFrequentLayoutCell": "clkdlybuf4s50_1",
        "final_layout_size_suffix_gt1_share_pct": 7.63,
        "finalNonFillerCells": 188,
        "area_growth_pct": 36.6,
        "final_util_pct": 26.5,
        "lay_top_cells": "clkdlybuf4s50_1 (22), dfxtp_1 (13), edfxtp_1 (9)",
    },
    "setup_path": {
        "crit_family": "buffers and inverters",
        "endpoint_kind": "output port",
        "crit-reg2reg-launch": "CounterX[1]$_SDFF_PN0_",
        "crit_path_end": "CounterX[2]",
        "path_cells": "clkdlybuf4s50_1",
        "reg2regPathDepth": 5,
        "ff2ff_setup_slack_ps": 310,
        "slowest_delay_ps": 530,
        "cp_max_fo": 6,
        "startpoint_type": "flip-flop",
        "crit_cells": 1,
        "slowest_stage": "clkdlybuf4s50_1",
        "critPathRequiredTime_ps": 1520,
        "cp.arrival_ps": 1290,
        "crit_path_start": "CounterX[2]$_SDFF_PN0_",
        "reg2reg_to": "CounterY[5]$_DFFE_PN_",
        "criticalPathCategory": "reg -> out",
        "cp.buffers_inverters": 1,
    },
    "timing": {
        "fmax_ghz": 0.599,
        "tightestPinTransition_ps": 332,
        "drv_slew": 0,
        "rsz0062_at_grt": "no",
        "final-setup-viol-count": 0,
        "fin_setup_tns_ps": 0,
        "final_hold_viol_count": 0,
        "period_used_pct": 87.9,
        "fin_ws_ps": 230,
        "final.min_clock_period_ps": 1670,
        "fin_skew_ps": 4.43,
        "slew_headroom_pct": 77.7,
    },
    "global_routing": {
        "antenna_found_initial": 0,
        "overflow": 0,
        "grt_pass1_vias": 756,
        "grt_max_degree": 13,
        "grt.total_usage_pct": 4.95,
        "grt_pass1_wl_mm": 3.59,
    },
    "die": {
        "io_pins": 23,
        "chip_area_sq_um": 8650,
        "fp_util_pct": 19.4,
        "die_h_microns": 93,
        "fp-row-count": 26,
        "core_area_sq_um": 5140,
        "die_x_microns": 93,
    },
    "placement": {
        "place_ws_ps": 309,
        "dp.cells": 184,
        "gp_congestion": 0.813,
        "io_buffers": 22,
        "dp.final_hpwl_mm": 1.72,
    },
    "flow_run": {
        "warnings": 26,
        "max-cap-violations": 0,
    },
    "min_path": {
        "holdCritPathClass": "reg -> reg",
    },
}
==> cells by family after synthesis <==
kind of cell | after synthesis | synth area share, %
XOR/XNOR | 11 | 9.67
adder cells (fa/ha/maj) | 3 | 3.77
multiplexers | 1 | 1.13
AND-OR/OR-AND | 9 | 7.16
flip-flops | 22 | 53.3
buffers and inverters | 6 | 2.26
AND/OR/NAND/NOR | 39 | 22.7
==> state kept, by name, summed over array words and instances (netlist names) <==
register and cells:
CounterY 9, vga_VS 1, CounterX 10, vga_HS 1
vga_on 1
==> cell type report <==
cell class                      count  area [sq um]
Multi-Input combinational cell     63           443
Sequential cell                    22           531
Clock inverter                      1          3.75
Fill cell                         568          3780
Clock buffer                        3          41.3
Timing Repair Buffer               24           235
Inverter                            5          18.8
Tap cell                           70          87.6
==> Yosys cell counts <==
library cell  instances  share of area [%]
a211o_1               1               0.88
ha_1                  3                3.8
nand4b_1              1               0.88
and4_2                1                1.0
edfxtp_1              9                 27
nor2b_1               1               0.63
o22a_2                1                1.0
nand3_1               7                3.5
a21boi_0              2                1.5
inv_1                 5                1.9
and3_1                5                3.1
dfxtp_1              13                 26
and2_1                1               0.63
nand2b_1              1               0.63
or4_1                 1               0.75
xnor2_1               6                5.3
nand4_1               2                1.3
and4_1                1               0.88
o21a_1                1               0.75
xor2_1                5                4.4
nand2_1               7                2.6
o31ai_1               1               0.75
clkbuf_1              1               0.38
a41oi_1               2                1.8
nor2_1                7                2.6
mux2_2                1                1.1
nand4_4               1                2.1
nand3b_1              2                1.5
a21oi_1               1               0.50
nor3_1                1               0.50
==> routing by layer <==
layer	part of all wire (%)	track usage, %
met5	0	0
met4	1.7	1.03
met3	6.1	1.37
met2	45	7.89
met1	48	6.61
==> power groups by stage <==
stage	logic, mW	clock network, mW	registers, mW
after CTS	0.000000279	0.303	0.487
after global routing	0.000000279	0.326	0.487
final	0.000000279	0.289	0.487
==> worst min-delay path by stage <==
| stage | start | end | slack (ps) | depth (start not counted) |
|---|---|---|---|---|
| after global routing | CounterX[7]$_SDFF_PN0_ | CounterX[7]$_SDFF_PN0_ | 550 | 2 |
| final | CounterX[0]$_SDFF_PN0_ | CounterX[0]$_SDFF_PN0_ | 520 | 1 |
| after CTS | CounterX[0]$_SDFF_PN0_ | CounterX[0]$_SDFF_PN0_ | 510 | 1 |
==> through the flow <==
stage | instance area (sq um) | hold slack [ps]
2_1_floorplan | 996 | 449
3_3_place_gp | 1320 | 488
3_5_place_dp | 1320 | 498
4_1_cts | 1360 | 512
5_1_grt | 1360 | 549
6_report | 1360 | 515
No activity file was given, so power comes from the tool's default toggle rates.
