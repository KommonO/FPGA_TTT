## design/flow/run.sh

```bash
#!/bin/bash
# OpenROAD 26Q1-2900-gdf79404cd8, Yosys 0.63+post, stock flow scripts
make -C /OpenROAD-flow-scripts/flow DESIGN_CONFIG=/design/flow/config.mk WORK_HOME=/design/flow/orfs finish
```

## design/flow/config.mk

```make
export PLATFORM = sky130hd
export DESIGN_NAME = debounce
export DESIGN_NICKNAME = debounce
export VERILOG_FILES = /design/flow/design.v
export SDC_FILE = /design/flow/constraint.sdc
export NUM_CORES = 4
export LEC_CHECK = 1
export CORE_AREA = 10 10 94 94
export DIE_AREA = 0 0 104 104
```

## design/flow/constraint.sdc

```tcl
current_design debounce

set clk_period 2.5
set clk_io_pct 0.2

create_clock -name clk0 -period $clk_period [get_ports {clk}]

set non_clock_inputs [all_inputs -no_clocks]
set_input_delay [expr $clk_period * $clk_io_pct] -clock clk0 $non_clock_inputs
set_output_delay [expr $clk_period * $clk_io_pct] -clock clk0 [all_outputs]
```

## design/flow/design.v

```verilog
`timescale 1ns / 1ps
module debounce(input wire clk,rst, async_in, output reg sync_out);
  reg q_1;
  reg [14:0] count;
  wire count_MAX = &count;
always @ (posedge clk or posedge rst) begin
  if(rst)
    q_1 <= 1'b0;
  else
    q_1 <= async_in;
end
always @ (posedge clk or posedge rst) begin
  if(rst) begin
    sync_out <= 1'b0;
    count <= 1'b0;
  end
  else begin
    count <= count + 1'b1;
    if(count_MAX) begin
      sync_out <= q_1;
      count <= 1'b0;
    end
  end
end
endmodule 
```

==> results_slide.txt <==
Run Summary

Run status
  • Outcome: finished clean

Clocking
  • Post-CTS Hold Fix Bufs: 0
  • Postcts setup bufs: 0
  • CTS H-tree depth: 1
  • Clock sink total: 17
  • Clk root buf: clkbuf_8
  • Post-cts gate resize count: 0
  • Clock buffer depth: 2
  • Clock transition at the registers of the reported paths: 60 ps
  • Insertion Delay late pin: 250 ps
  • CTS tree: done
  • Number of CTS-inserted buffers: 3

Final layout
  • Ratio of cells with drive above 1 in the final layout: 13.2%
  • Core Util, Final: 14.5%
  • Area Growth Syn to Fin: 24.0%

Power
  • Sw frac: 19.6%
  • Peak VDD IR: 314 uV
  • Power Density: 489 nW/um^2
  • Int Pwr: 0.389 mW
  • Seq pwr share: 57.1%
  • Logic pwr share: 1.7%
  • Total Power: 0.484 mW
  • Switching power: 0.0947 mW
  • Clock group share of total power: 41.3%
  • Leak pwr: 0.433 nW

Critical path
  • Setup crit end kind: register
  • CP Buf/Inv Count: 0
  • Slowest cell on the critical path: dfrtp_1
  • Slowest stage delay, CP: 470 ps
  • CP Max Fanout: 8
  • Worst path arrival time: 1940 ps
  • CP startpoint kind: register
  • Worst path top cell family by delay: simple AND/OR/NAND/NOR gates
  • Worst EP required: 2630 ps
  • Setup CP Type: register to register
  • FF-to-FF setup slack: 700 ps
  • CP cell instances: ha_1 > nand3_1 > nor4_4 > mux2_4

Global route
  • GRT overflow: 0
  • Vias in the first global route: 527
  • Initial antenna violation count: 0
  • Largest net degree at the start of global routing: 18
  • Tot GR Track Use: 2.40%
  • Global-route wire length before repair: 2300 um

STA
  • Peak Freq: 555 MHz
  • RSZ-0062 raised after global routing: no
  • Fin. Hold Viols: 0
  • Min Tclk post-route: 1800 ps
  • Max Slew Vio Count: 0
  • Clk_skew: 1.51 ps
  • Slew headroom: 59.0%
  • Final worst-path setup slack: 697 ps
  • Worst-margin pin slew: 614 ps
  • Post-layout period usage: 72.1%
  • Minimum hold slack: 468 ps
  • Final setup TNS: 0 ps
  • Setup violations, final: 0

Floorplan
  • Core Rows: 30
  • Die area: 10,800 um^2
  • Die Width: 104 um
  • Top-Level Pins: 4
  • Die Y-Extent: 104 um
  • Initial Utilization: 11.7%
  • Core area: 6830 um^2

Routing
  • Drt total wl: 1340 um
  • DR iter-0 viols: 15
  • Drt drc: 0
  • Ant. Diodes: 0
  • Routed wire per std cell: 7.81 um
  • First-pass iteration count of the detailed router: 4
  • Post-route antenna net violation count: 0
  • DR vias/cell: 3.15
  • DR vias: 542

Placed design
  • Port Buffers: 3
  • Pre-CTS setup slack: 718 ps
  • HPWL Detailed: 931 um
  • GPL Wtd Cong: 0.776

Run
  • MaxCap Viol Count: 0
  • Tool warnings: 25

Yosys
  • Mapped cell area: 798 um^2
  • Mean post-synth cell area: 11.4 um^2
  • Post-Syn Instances: 70
  • Top-area cell share: 53.3%
  • Top FF cell, synth: dfrtp_1
  • Synth area leader: dfrtp_1
  • Asr flop ratio synth: 100%
  • EDFF count, synth: 0
  • Post-synth top cells: dfrtp_1, nand3_1, xor2_1
  • Top cells by area: dfrtp_1, xor2_1, nand3_1, o31ai_1, nand4_4
  • Seq share, synth: 53.3%
  • Cell Type Count: 25
  • Flops & latches, synth: 17
  • YS chip area: 798 um^2
  • # Cells Yosys: 70
  • Most frequent cell after synthesis: dfrtp_1
  • YS warnings: 1

Worst hold path
  • Hold Path Class: register to register
[state kept, by name (all words and copies together) (netlist names)]
register	flops
sync_out	1
count	15
q_1	1
[worst paths after layout]
path / end / depth (start not counted) / from
worst max-delay path: sync_out$_DFFE_PP0N_ / 4 / count[0]$_DFF_PP0_
worst max register to register: sync_out$_DFFE_PP0N_ / 4 / count[0]$_DFF_PP0_
worst min register to register: count[12]$_DFF_PP0_ / 1 / count[12]$_DFF_PP0_
max in group asynchronous: count[11]$_DFF_PP0_ / 2 / rst
min in group asynchronous: count[4]$_DFF_PP0_ / 2 / rst
worst min-delay path: count[12]$_DFF_PP0_ / 1 / count[12]$_DFF_PP0_
[kinds of logic (layout without fill, tap and decap cells)]
kind of cell             Yosys count  after routing  synth area share, %
adder cells (fa/ha/maj)            1              1                 1.57
flip-flops                        17             17                 53.3
XOR/XNOR                           8              8                 8.78
AND/OR/NAND/NOR                   28             28                 23.8
multiplexers                       1              1                 1.88
AND-OR/OR-AND                     11             11                 8.62
buffers and inverters              4             10                 2.04
[layout make-up]
class                      count  area [um^2]
clock buffer                   3         41.3
inverter                       3         11.3
sequential                    17          425
tap                           96          120
clock inverter                 1         5.00
multi-input combinational     49          357
fill                         779         5840
timing repair buffer           3         30.0
[power by group through the flow]
stage,combinational [mW],clock (mW),sequential (mW)
after CTS,0.00875,0.204,0.276
after global routing,0.00960,0.219,0.276
final,0.00807,0.200,0.276
[per-stage QoR]
step	std cells	cell area (um^2)
2_1_floorplan	70	798
3_3_place_gp	168	943
3_5_place_dp	168	943
4_1_cts	172	990
5_1_grt	172	990
6_report	172	990
[metal layers]
metal	vias up	GRT usage, %	wire [um]
li1	274	-	-
met1	262	3.17	684
met2	4	3.83	588
met3	2	0.564	44
met4	0	0.696	27
met5	-	0	0
[cells in the final DEF (no fill, tap or decap)]
cell type / n
a21oi_1: 4
a22oi_1: 1
and2b_2: 1
clkbuf_8: 3
clkdlybuf4s50_1: 3
clkinv_2: 1
dfrtp_1: 17
ha_1: 1
inv_1: 3
mux2_4: 1
nand2_1: 4
nand3_1: 7
nand4_1: 1
nand4_2: 1
nand4_4: 1
nor2_1: 3
nor3_1: 1
nor4_1: 3
nor4_4: 1
o21ai_0: 2
o31ai_1: 3
o41ai_1: 1
or3_1: 2
or3_2: 1
or4_1: 2
xnor2_1: 2
xor2_1: 6
Power figures rest on the tool's default switching activity, not on a simulated workload.
